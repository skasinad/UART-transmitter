### ./config.mk
export PLATFORM = sky130hd
export DESIGN_NAME = uart_tx
export DESIGN_NICKNAME = uart_tx
export VERILOG_FILES = /design/flow/design.v
export SDC_FILE = /design/flow/constraint.sdc
export NUM_CORES = 4
export LEC_CHECK = 1
export CORE_AREA = 10 10 89 89
export DIE_AREA = 0 0 99 99
### ./constraint.sdc
current_design uart_tx

set clk_period 3.4
set clk_io_pct 0.2

create_clock -name clk0 -period $clk_period [get_ports {clk}]

set non_clock_inputs [all_inputs -no_clocks]
set_input_delay [expr $clk_period * $clk_io_pct] -clock clk0 $non_clock_inputs
set_output_delay [expr $clk_period * $clk_io_pct] -clock clk0 [all_outputs]
### ./design.v
`timescale 1ns/1ps
module uart_tx #(
    parameter integer clk_hz = 50000000, 
    parameter integer baud_rate = 115200
)(
    input wire clk, 
    input wire rst, 
    input wire tx_valid, 
    input wire [7:0] tx_data, 
    output reg tx_ready, 
    output reg txd
);
localparam integer clks_per_bit = clk_hz/baud_rate;  
localparam [1:0] idle_state = 2'b00, start_state = 2'b01, data_state = 2'b10, stop_state = 2'b11;
reg [1:0] current_state;  
localparam integer timer_width = (clks_per_bit <= 2) ? 1: $clog2(clks_per_bit);
reg [timer_width-1:0] bit_timer;  
reg [2:0] bit_index;  
reg [7:0] current_byte;  
always @(posedge clk) begin 
    if(rst) begin  
        current_state <= idle_state;
        bit_index <= 3'b000; 
        bit_timer <= {timer_width{1'b0}}; 
        current_byte <= 8'b00000000;
        txd <= 1'b1;
        tx_ready <= 1'b1;  
    end else begin
        case (current_state)
            idle_state: begin
                txd <= 1'b1; 
                tx_ready <= 1'b1; 
                bit_timer <= {timer_width{1'b0}};
                if(tx_valid && tx_ready) begin
                    current_byte <= tx_data;  
                    txd <= 1'b0;  
                    tx_ready <= 1'b0;  
                    bit_timer <= {timer_width{1'b0}};  
                    current_state <= start_state; 
                end  
            end
            start_state: begin
                txd <= 1'b0; 
                tx_ready <= 1'b0;
                if(bit_timer == clks_per_bit-1) begin
                    bit_timer <= {timer_width{1'b0}};
                    bit_index <= 3'd0;
                    txd <= current_byte[0];  
                    current_state <= data_state; 
                end else begin
                    bit_timer <= bit_timer + 1'b1; 
                end 
            end 
            data_state: begin
                tx_ready <= 1'b0; 
                txd <= current_byte[bit_index];
                if(bit_timer == clks_per_bit - 1) begin  
                    bit_timer <= {timer_width{1'b0}};  
                    if (bit_index == 3'd7) begin  
                        txd <= 1'b1; 
                        current_state <= stop_state;  
                    end else begin 
                        bit_index <= bit_index + 1'b1; 
                    end 
                end else begin
                    bit_timer <= bit_timer + 1'b1;  
                end   
            end 
            stop_state: begin
                tx_ready <= 1'b0;
                txd <= 1'b1; 
                if(bit_timer == clks_per_bit - 1) begin
                    bit_timer <= {timer_width{1'b0}};
                    current_state <= idle_state;
                    tx_ready <= 1'b1;  
                end else begin
                    bit_timer <= bit_timer + 1'b1; 
                end 
            end  
        endcase   
    end 
end 
endmodule   
### ./run.sh
#!/bin/bash
# OpenROAD 26Q1-2900-gdf79404cd8, Yosys 0.63+post, stock flow scripts
make -C /OpenROAD-flow-scripts/flow DESIGN_CONFIG=/design/flow/config.mk WORK_HOME=/design/flow/orfs finish
==> results.py <==
# Synthesis and PnR figures
metrics = {
    "logic_synthesis": {
        "ys_cells": 128,
        "avg_cell_area_syn_um2": 8.99,
        "synth.distinct_cells": 31,
        "post_synth_instance_area_mm2": 0.00115,
        "ys_top_cells_by_area": "sky130_fd_sc_hd__dfxtp_1, sky130_fd_sc_hd__nand2_1, sky130_fd_sc_hd__a21oi_1",
        "synth.top_cell.area_share_pct": 45.2,
        "count_of_mapped_cells_out_of_synthesis": 128,
        "ys_seq_share_pct": 45.2,
        "yosys-stat-area_mm2": 0.00115,
        "ys.flops": 26,
        "largest_area_cell": "sky130_fd_sc_hd__dfxtp_1",
        "number_of_warnings_printed_during_yosys_synthesis": 1,
    },
    "global_route": {
        "grt_antenna_before_repair": 0,
        "grt_pass1_wl_mm": 3.56,
        "grt_max_degree": 19,
        "gr-usage-all-layers_pct": 4.01,
        "grt_remaining_overflow": 0,
        "via_count_of_the_first_global_routing_pass": 848,
    },
    "floorplanning": {
        "die_w_um": 99,
        "chipHeight_um": 99,
        "placeable_core_area_mm2": 0.00599,
        "starting_density_of_the_core_pct": 19.2,
        "fp-row-count": 28,
        "top_level_ports": 13,
        "fp.dieArea_mm2": 0.00980,
    },
    "flow_run": {
        "cap_violations": 0,
        "openroad.warnings": 26,
    },
    "power_and_ir_drop": {
        "leakagePower_nw": 0.499,
        "max_vdd_drop_v": 0.000191,
        "power_density_mw_per_mm2": 387,
    },
    "worst_setup_path": {
        "setup.worst_path.start_class": "input port",
        "worst-setup-path-type": "input port to flop",
        "rrSetupSlack_ns": 1.67,
        "critical_path.endpoint": "bit_timer[6]",
        "critical_path_peak_fanout": 18,
        "crit-reg2reg-launch": "bit_index[0]",
        "r2r_end": "bit_index[0]",
        "timing.critical_path.required_ns": 3.60,
        "worst-r2r-cell-count": 6,
        "worst_ep_arrival_time_ns": 2.20,
        "critical_path.endpoint_type": "flop",
        "cp_launch_point": "rst",
    },
    "route": {
        "route.detailed.drc": 0,
        "detail_route.wl_per_cell_um": 9.94,
        "insertedDiodeCount": 0,
        "detail_route.iter0.violations": 17,
        "vias": 867,
        "routed_via_density": 4.05,
        "ant_nets": 0,
        "total_routed_wirelength_mm": 2.13,
        "detailedRoute.firstPassIterationCount": 4,
    },
    "place": {
        "pre_cts_ws_ns": 1.14,
        "gp_congestion": 0.830,
        "place_inst": 211,
        "place_hpwl_mm": 1.58,
        "buffer_ports.inserted": 12,
    },
    "final_timing": {
        "worst_slack_ns": 1.40,
        "maxClockFrequency_mhz": 500,
        "largest_clock_skew_in_the_final_design_ns": 0.00390,
        "final.setup.tns_ns": 0,
        "grt_setup_unrepaired": "no",
        "slew_headroom_pct": 58.4,
        "number_of_setup_violations_in_the_final_report": 0,
        "worst_hold_slack_ns": 0.454,
        "worst-slew-pin-transition_ns": 0.622,
        "layout_worst_path_cycle_share_pct": 58.9,
        "report.final.slew_viol_count": 0,
        "hold_viol_final": 0,
        "shortest_period_the_worst_path_allows_ns": 2.00,
    },
    "clock_network": {
        "cts_tree": "done",
        "cts_resized": 0,
        "cts.clk_slew.worst_paths_ns": 0.08,
        "clk_root_buffer_cell": "sky130_fd_sc_hd__clkbuf_8",
        "cts-buffers-inserted": 3,
        "postCtsSetupRepairBufs": 0,
        "tritoncts_num_sinks": 26,
        "max-clock-path-buffers": 2,
        "htree_levels": 1,
        "clock_latency_ns": 0.26,
        "ctsHoldBuffers": 0,
    },
    "layout": {
        "synthToLayoutAreaGrowth_pct": 20.2,
        "final_core_utilization_pct": 23.1,
        "layout.cells.non_filler": 214,
        "layout_top_cells": "sky130_fd_sc_hd__dfxtp_1, sky130_fd_sc_hd__nand2_1, sky130_fd_sc_hd__a21oi_1",
        "layout-drive-gt1-share_pct": 7.19,
        "layout_top_cell_excl_fill_tap": "sky130_fd_sc_hd__dfxtp_1",
    },
    "hold_path": {
        "min_delay_path_depth": 2,
        "hold_path_class": "flop to flop",
    },
    "run_status": {
        "status": "finished, final reports clean",
    },
}
-- Yosys cell counts --
master,n
sky130_fd_sc_hd__a211o_1,1
sky130_fd_sc_hd__a21o_1,2
sky130_fd_sc_hd__a21oi_1,15
sky130_fd_sc_hd__a221o_1,2
sky130_fd_sc_hd__a31oi_1,1
sky130_fd_sc_hd__and2_1,1
sky130_fd_sc_hd__and3_1,2
sky130_fd_sc_hd__buf_1,1
sky130_fd_sc_hd__buf_6,1
sky130_fd_sc_hd__clkbuf_1,2
sky130_fd_sc_hd__dfxtp_1,26
sky130_fd_sc_hd__ha_1,4
sky130_fd_sc_hd__inv_1,2
sky130_fd_sc_hd__mux4_2,2
sky130_fd_sc_hd__nand2_1,24
sky130_fd_sc_hd__nand3_1,7
sky130_fd_sc_hd__nand4_1,1
sky130_fd_sc_hd__nand4b_4,1
sky130_fd_sc_hd__nor2_1,13
sky130_fd_sc_hd__nor2b_1,1
sky130_fd_sc_hd__nor3_1,2
sky130_fd_sc_hd__nor3_4,1
sky130_fd_sc_hd__o211ai_1,1
sky130_fd_sc_hd__o21ai_0,3
sky130_fd_sc_hd__o41ai_1,1
sky130_fd_sc_hd__or2_2,1
sky130_fd_sc_hd__or2_4,1
sky130_fd_sc_hd__or3_1,1
sky130_fd_sc_hd__or3_4,1
sky130_fd_sc_hd__xnor2_1,4
sky130_fd_sc_hd__xor2_1,3
-- how the worst min path moves through the flow --
stage	startpoint	to	slack [ns]
CTS	current_byte[3]	current_byte[3]	0.46
global route	current_byte[5]	current_byte[5]	0.48
finish	current_byte[3]	current_byte[3]	0.45
-- report_power, final --
part,switching (mW),internal [mW]
combinational,0.0217,0.0267
sequential,0.00737,0.315
clock,0.0853,0.0791
total,0.114,0.421
-- per-stage QoR --
step           power (mW)  area, um2
2_1_floorplan       0.357       1150
6_report            0.536       1380
3_5_place_dp        0.379       1340
5_1_grt             0.561       1380
4_1_cts             0.544       1380
3_3_place_gp        0.379       1340
-- per-layer routing --
layer  wire (um)  track usage (%)  share of wire, %
met5           0                0                 0
met4          40            0.992               1.9
met3          48            0.493               2.3
met2         892             6.31                42
met1        1150             5.68                54
-- worst max-delay path: stages --
cell and delay [ns]:
sky130_fd_sc_hd__clkdlybuf4s50_1 0.72, sky130_fd_sc_hd__or3_1 0.65, sky130_fd_sc_hd__nor2_1 0.15
-- cell type report --
cell class | count | area (um2)
clock buffers | 3 | 41.3
fillers | 646 | 4610
inverters | 2 | 7.51
multi-input cells | 96 | 601
flip-flops and latches | 26 | 520
well taps | 75 | 93.8
repair buffers | 12 | 120
-- sequential cells by signal, indices dropped and copies added (netlist names) --
register       count
current_state      4
current_byte       8
bit_index          3
bit_timer          9
tx_ready           1
txd                1
-- kinds of logic after synthesis --
logic type                 after synthesis  synth area share (%)
AOI/OAI and AO/OA                       26                  13.6
xor gates and xnor gates                 7                  5.33
and+or+nand+nor                         57                  25.0
DFF                                     26                  45.2
adders and majority gates                4                  4.35
buffers and inverters                    6                  2.61
muxes                                    2                  3.91
Power figures rest on the tool's default switching activity, not on a simulated workload.
